$ cat flow/config.mk
export PLATFORM = sky130hd
export DESIGN_NAME = Register_File
export DESIGN_NICKNAME = Register_File
export VERILOG_FILES = /design/flow/design.v
export SDC_FILE = /design/flow/constraint.sdc
export NUM_CORES = 4
export LEC_CHECK = 1
export CORE_UTILIZATION = 30
$ cat flow/constraint.sdc
current_design Register_File

set clk_period 7.4
set clk_io_pct 0.2

create_clock -name clk0 -period $clk_period [get_ports {CLK}]

set non_clock_inputs [all_inputs -no_clocks]
set_input_delay [expr $clk_period * $clk_io_pct] -clock clk0 $non_clock_inputs
set_output_delay [expr $clk_period * $clk_io_pct] -clock clk0 [all_outputs]
$ cat flow/design.v
module Register_File #(
    parameter WIDTH = 32,
    parameter DEPTH = 32
)(
    input wire CLK,
    input wire [$clog2(DEPTH)-1:0] A1, A2, A3,
    input wire [WIDTH-1:0] WD3,
    input wire WE3,
    output reg [WIDTH-1:0] RD1,
    output reg [WIDTH-1:0] RD2
);
    reg [WIDTH-1:0] memory [0:DEPTH-1];
    always @(posedge CLK) begin
         if (WE3) begin
          if(A3!==5'b0)
            memory[A3] <= WD3;
        end
    end
    always @(*) begin
        RD1 = (A1 == 0) ? 32'b0 : memory[A1]; 
        RD2 = (A2 == 0) ? 32'b0 : memory[A2];     
    end  
endmodule
$ cat flow/run.sh
#!/bin/bash
# OpenROAD 26Q1-2900-gdf79404cd8, Yosys 0.63+post, stock flow scripts
make -C /OpenROAD-flow-scripts/flow DESIGN_CONFIG=/design/flow/config.mk WORK_HOME=/design/flow/orfs finish
==> GITHUB_STEP_SUMMARY <==
### Yosys + OpenROAD results

| Metric | Value |
|---|---|
| Result of the run | complete, no violations |
| Seq/Total Area, Yosys | 0.6419 |
| Total GRT Usage | 0.2045 |
| Number of filler cells placed in the layout | 14490 |
| Number of pins with negative max-slew slack in the final report | 0 |
| Most flop-heavy register | memory |
| Maximum vdd drop | 191.8 uV |
| Violation tally from detailed-route iteration zero | 1834 |
| Number of library cell types mapped by synthesis | 39 |
| Via count of the first global-routing pass | 30470 |
| Via Count | 27760 |
| Post-CTS setup buffers | 0 |
| Count of warning messages emitted by the tools | 26 |
| Overall die area | 161300 um^2 |
| Syn_area_per_cell | 18.68 um^2 |
| Yosys synthesis chip area | 47900 um^2 |
| Total power density per cell area | 231.8 nW/um^2 |
| RSZ-0062 raised after global routing | no |
| Ys cells | 2564 |
| Antenna violations before repair | 6 |
| Critical path fanouts, max | 61 |
| Most frequent logic cells in the routed design | sky130_fd_sc_hd__edfxtp_1 (1024), sky130_fd_sc_hd__mux2i_1 (320), sky130_fd_sc_hd__mux4_2 (316) |
| Number of buffers and inverters on the critical path | 5 |
| Shortest period the worst path allows | 6.484 ns |
| Critical Setup Path Class | input port to output pin |
| Family of cells with the greatest summed delay on the critical path | buffers and inverters |
| Largest net degree at the start of global routing | 72 |
| CP max-delay cell | sky130_fd_sc_hd__a211oi_1 |
| Count of endpoints failing hold in the final timing report | 0 |
| Highest achievable clock rate | 154.2 MHz |
| Detail-routed net length per standard cell | 31.71 um |
| Proportion of layout cells with a drive suffix above 1 | 0.2683 |
| DRT Pass-1 Iters | 5 |
| Number of levels the H-tree was split into | 3 |
| Setup violations, final | 0 |
| Crit path DAT | 5.00 ns |
| Antenna violation net count after detailed routing | 0 |
| DRC viols | 0 |
| Largest registers | memory x1024 |
| Maximum count of clock buffers along a single path | 3 |
| Max FFs per register | 1024 |
| Delay of the slowest critical-path stage | 0.76 ns |
| Aggregate negative setup slack | 0 ns |
| Clock transition at path regs | 0.06 ns |
| Yosys warnings | 1 |
| Crit path top cell by count | sky130_fd_sc_hd__buf_4 |
| Core area | 158400 um^2 |
| Max-cap check violation count | 0 |
| Gp weighted congestion | 0.8962 |
| Initial Util | 0.3025 |
| DP HPWL | 90300 um |
| Via/cell ratio | 5.676 |
| Top cell excl fill/tap | sky130_fd_sc_hd__edfxtp_1 |
| Cell row count | 146 |
| Die outline width | 401.6 um |
| Hold Buf Count CTS | 0 |
| Boundary Pins | 113 |
| Wirelength, routed | 155100 um |
| Layout Utilization | 0.3492 |
| WP data required | 5.92 ns |
| Global-route wire length before repair | 219000 um |
| Fraction of the cycle the final worst path needs | 0.8762 |
| Final antenna diode count | 0 |
| Comb. cell area | 16400 um^2 |
| Static leakage | 0.01769 uW |
| Clock sinks | 1024 |
| Post-cts repair resize count | 0 |
| FF+latch count, synth | 1024 |
| Type of origin of the critical path | input port |
| Synth Cell Area | 47900 um^2 |
| Worst rel slew slack | 0.3315 |
| Synthesized instance count | 2564 |
| Capturing element type of the critical path | output pin |
| Height of the die | 401.6 um |
| TritonCTS clock tree | built |
| Footprint of the flip-flops and latches | 30750 um^2 |
| Number of I/O port buffers | 112 |
| Cell chosen for the clock root | sky130_fd_sc_hd__clkbuf_16 |
| Worst hold path type | input port to flop |
| Cts bufs inserted | 102 |
| Cell Chain, Critical Path | buf_8, buf_4, buf_4, mux2i_1, a22oi_1, nand4_1, a211oi_1, buf_4, clkdlybuf4s50_1 |
| Area growth syn-to-layout | 15.46% |
| Worst Max-Slew Pin Slew | 1.000 ns |
| Total global routing overflow | 0 |
cell type report:
| cell class | instances | area share |
|---|---|---|
| sequential | 1024 | 0.5559 |
| multi-input combinational | 1354 | 0.2965 |
| clock buffer | 118 | 0.04723 |
| tap | 2072 | 0.04687 |
| timing repair buffer | 253 | 0.04176 |
| clock inverter | 67 | 0.01151 |
| inverter | 2 | 0.0001810 |
path summary, 6_finish.rpt:
| kind | from | endpoint | slack, ns | depth (start not counted) |
|---|---|---|---|---|
| max | A2[2] | RD2[27] | 0.92 | 9 |
| min | WD3[20] | memory[26][20] | 1.58 | 2 |
synth_stat cells (all sizes together):
cell type  count  area share
clkbuf       100      0.0079
mux4         352        0.17
mux2i        320       0.067
nor2b         37      0.0048
or2            1     0.00013
or4            1     0.00024
inv            2     0.00016
and2           2     0.00026
a21oi         32      0.0033
nand3          2     0.00021
or3b           5     0.00091
o221ai        64       0.012
o2111ai       10      0.0018
nand4         32      0.0042
a211oi        64       0.011
nand2b         1     0.00013
nand3b         6     0.00094
a22oi         64       0.010
nand2         85      0.0067
and3           1     0.00013
nor2          37      0.0030
buf          115       0.016
a311oi        32      0.0059
mux2          64       0.015
o21ai         54      0.0056
conb           1    0.000078
or3            2     0.00026
a221oi        54       0.012
edfxtp      1024        0.64
power breakdown:
group / internal, uW / total [uW] / switching (uW)
combinational: 506 / 1190 / 687
sequential: 6470 / 6500 / 34.3
clock: 2880 / 5130 / 2250
total: 9850 / 12800 / 2970
metal layers:
metal | up-vias | share of wire | track usage
met5 | - | 0.0017 | 0.01189
met4 | 16 | 0.039 | 0.06144
met3 | 337 | 0.18 | 0.1642
met2 | 2011 | 0.46 | 0.3060
met1 | 14030 | 0.32 | 0.2189
li1 | 11370 | - | -
kinds of logic after synthesis:
logic type	count (synthesis)	share of synthesized area
flops	1024	0.6419
mux	736	0.2502
compound gates	374	0.06154
buf+inv	217	0.02445
simple gates	212	0.02184
other cells	1	0.00007828
stage by stage:
step	hold slack, ns	std cells	setup slack (ns)	area (um^2)	total power [uW]
global route	1.605	4890	0.5381	55310	13150
global placement	2.307	4705	0.8392	52060	7820
CTS	1.541	4890	0.8320	55310	12880
detailed placement	2.312	4705	0.8390	52060	7820
finish	1.575	4890	0.9162	55310	12820
floorplan	1.579	2595	3.030	48020	7272
Power figures rest on the tool's default switching activity, not on a simulated workload.
