==> /design/flow/design.v <==
`timescale 1ns / 1ps
module ALU_Decoder(
    input [5:0] Funct,
    input [1:0] ALUOp,
    output reg [2:0] ALUControl
);
    always @(*) begin
        casez (ALUOp)
            2'b00: ALUControl = 3'b010;  
            2'b01: ALUControl = 3'b110;  
            2'b1?: begin   
                case (Funct)
                    6'b100000: ALUControl = 3'b010;  
                    6'b100010: ALUControl = 3'b110;  
                    6'b100100: ALUControl = 3'b000;  
                    6'b100101: ALUControl = 3'b001;  
                    6'b101010: ALUControl = 3'b111;  
                    default:   ALUControl = 3'b011;  
                endcase
            end
            default: ALUControl = 3'b011;  
        endcase
    end
endmodule
`timescale 1ns / 1ps
module ControlUnit(
    input  [5:0] Opcode, Funct,
    output MemtoReg, MemWrite, Branch, ALUSrc, RegDst, RegWrite,
    output [2:0] ALUControl
);
    wire [1:0] ALUOp;  
    MainDecoder main_decoder (
        .Opcode(Opcode),
        .MemtoReg(MemtoReg),
        .MemWrite(MemWrite),
        .Branch(Branch),
        .ALUSrc(ALUSrc),
        .RegDst(RegDst),
        .RegWrite(RegWrite),
        .ALUOp(ALUOp)
    );
    ALU_Decoder alu_decoder (
        .Funct(Funct),
        .ALUOp(ALUOp),
        .ALUControl(ALUControl)
    );
endmodule
`timescale 1ns / 1ps
module MainDecoder(
    input [5:0] Opcode,
    output reg MemtoReg, MemWrite, Branch, ALUSrc, RegDst, RegWrite,
    output reg [1:0] ALUOp
);
    always @(*) begin
        case (Opcode)
            6'b000000: begin   
                RegWrite = 1;
                RegDst   = 1;
                ALUSrc   = 0;
                Branch   = 0;
                MemWrite = 0;
                MemtoReg = 0;
                ALUOp    = 2'b10;
            end
            6'b100011: begin   
                RegWrite = 1;
                RegDst   = 0;
                ALUSrc   = 1;
                Branch   = 0;
                MemWrite = 0;
                MemtoReg = 1;
                ALUOp    = 2'b00;
            end
            6'b101011: begin   
                RegWrite = 0;
                RegDst   = 1'bx;  
                ALUSrc   = 1;
                Branch   = 0;
                MemWrite = 1;
                MemtoReg = 1'bx;  
                ALUOp    = 2'b00;
            end
            6'b000100: begin   
                RegWrite = 0;
                RegDst   = 1'bx;  
                ALUSrc   = 0;
                Branch   = 1;
                MemWrite = 0;
                MemtoReg = 1'bx;  
                ALUOp    = 2'b01;
            end
            default: begin  
                RegWrite = 0;
                RegDst   = 0;
                ALUSrc   = 0;
                Branch   = 0;
                MemWrite = 0;
                MemtoReg = 0;
                ALUOp    = 2'b00;
            end
        endcase
    end
endmodule
==> /design/flow/run.sh <==
#!/bin/bash
# OpenROAD 26Q1-2900-gdf79404cd8, Yosys 0.63+post, stock flow scripts
make -C /OpenROAD-flow-scripts/flow DESIGN_CONFIG=/design/flow/config.mk WORK_HOME=/design/flow/orfs finish
==> /design/flow/config.mk <==
export PLATFORM = sky130hd
export DESIGN_NAME = ControlUnit
export DESIGN_NICKNAME = ControlUnit
export VERILOG_FILES = /design/flow/design.v
export SDC_FILE = /design/flow/constraint.sdc
export NUM_CORES = 4
export LEC_CHECK = 1
export CORE_AREA = 10 10 70 70
export DIE_AREA = 0 0 80 80
==> /design/flow/constraint.sdc <==
current_design ControlUnit

set clk_period 2.8
set clk_io_pct 0.2

create_clock -name clk0 -period $clk_period

set non_clock_inputs [all_inputs -no_clocks]
set_input_delay [expr $clk_period * $clk_io_pct] -clock clk0 $non_clock_inputs
set_output_delay [expr $clk_period * $clk_io_pct] -clock clk0 [all_outputs]
==> ci_impl_report.md <==
### Flow metrics

| Metric | Value |
|---|---|
| Status | `finished clean` |
| Residual DRC | `0` |
| Vias per cell | `2.63` |
| Cell area after placement | `392 µm²` |
| Avg WL per Cell | `8.09 µm` |
| Cell depth of the worst setup path | `5` |
| Floorplan row count | `21` |
| FILL cells | `397` |
| Post-Layout Inst Area | `413 µm²` |
| Chip area | `6400 µm²` |
| Ant diodes | `0` |
| Syn Area/Cell | `6.12 µm²` |
| DR WL met2 | `296 µm` |
| Overall die width | `80 µm` |
| Cts hold-fix bufs | `0` |
| Core ar. | `3420 µm²` |
| Initial antenna violation count | `0` |
| Post-synth seq share | `0` |
| Pwr Density | `72.7 nW/µm²` |
| Hold WC Path Type | `in -> out` |
| OpenROAD warnings | `32` |
| CP Class | `in -> out` |
| 1st-iter DRT viols | `1` |
| Max-Slew Margin vs Limit | `0.869` |
| YS chip area | `116 µm²` |
| RSZ-0062 raised after global routing | `no` |
| Final worst slack | `134 ps` |
| Pin count of the biggest net entering global routing | `5` |
| First-pass DRT Iterations | `2` |
| CP Capture Type | `output pin` |
| Routed met3 length | `86 µm` |
| Final count of pins violating max slew | `0` |
| Max-Cap Viols | `0` |
| Worst setup path endpoint | `RegDst` |
| Total GRT Usage | `0.0192` |
| Max Used Layer | `met3` |
| Number of global-route vias before repair | `226` |
| Layout area overhead | `255%` |
| Crit-path max FO | `3` |
| Total power | `0.0000300 W` |
| Gp weighted congestion | `0.765` |
| Fp util | `0.0341` |
| Synth warnings | `2` |
| Ports | `21` |
| Die Y | `80 µm` |
| Arrival time worst endpoint | `2110 ps` |
| Final wirelength | `712 µm` |
| Crit path DRT | `2240 ps` |
| Worst setup path start | `Opcode[5]` |
| Fraction of layout cells with a size suffix above 1 | `0.190` |
| Reg area | `0 µm²` |
| Tcrit/Tclk final | `0.952` |
| Vias post-DR | `231` |
| Final setup violation count | `0` |
| CP max stage delay | `450 ps` |
| Place WS | `-70.6 ps` |
| CP Cell Sequence | `clkdlybuf4s50_1 -> or4_4 -> nand2b_4 -> clkinv_2 -> clkdlybuf4s50_1` |
| Least-Margin Pin Slew | `196 ps` |
| FF+latch count | `0` |
| Delay-heaviest family, CP | `buffers and inverters` |
| Dpl hpwl | `648 µm` |
| Mapped Cells | `19` |
| Final setup TNS | `0 ps` |
| Clock buffers | `0` |
| Number of cells in the yosys synthesis report | `19` |
| First-pass GRT wire length | `1050 µm` |
| Max stage delay cell, worst path | `or4_4` |
| DRT met1 WL | `329 µm` |
| Overflow after GRT | `0` |
| CP startpoint kind | `input port` |
| Final hold viol count | `0` |
| CP dominant cell by count | `clkdlybuf4s50_1` |
| Yosys cell types | `14` |
| Tally of buffers added on design ports | `21` |
| Final Critical Period | `2670 ps` |
| Crit path buf inv count | `3` |
| Fin Hold WS | `1650 ps` |
| Worst hold start | `Opcode[3]` |
| Logic area | `114 µm²` |
| Fmax | `375 MHz` |
| Static Leak | `0.182 nW` |
| Final ANT Viol Nets | `0` |
| Post-Syn Area | `116 µm²` |
| Peak VDD IR | `0.0000102 V` |
Yosys cell counts, drive strengths merged:
library cell  n  share of area
nor3          1          0.043
nor2          4           0.15
nand4b        1          0.075
nand4         1          0.054
a31oi         1          0.054
or4           1          0.097
nor3b         1          0.065
a21oi         2          0.086
nor2b         2           0.11
clkinv        1          0.043
o21ai         1          0.043
nand2b        1           0.12
inv           2          0.065
worst min-delay path by stage:
stage,endpoint,slack (ps),cells after the start
6_report,RegWrite,1650,4
5_1_grt,RegWrite,1700,4
4_1_cts,ALUControl[1],1880,3
power breakdown:
group	total (W)	leakage, nW	switching, W	internal [W]
combinational	0.0000300	0.182	0.00000940	0.0000206
sequential	0	0	0	0
clock	0	0	0	0
total	0.0000300	0.182	0.00000940	0.0000206
cell usage in the layout (no fill, tap or decap), types with 2 or more instances in the layout:
cell type,n
clkdlybuf4s50_1,15
dlygate4sd2_1,3
buf_4,2
dlymetal6s2s_1,3
nor2_1,3
inv_1,2
nor2b_1,2
a21oi_1,2
metrics by stage:
stage	cells	utilization
6_report	88	0.121
5_1_grt	88	0.121
2_1_floorplan	19	-
4_1_cts	88	0.116
3_5_place_dp	87	0.115
3_3_place_gp	87	0.115
final cells by class:
| type | count | area share |
|---|---|---|
| repair buffers | 23 | 0.555 |
| well taps | 46 | 0.139 |
| multi-input cells | 16 | 0.276 |
| inverters | 3 | 0.0303 |
metal layers:
metal	global-route usage	vias up
met4	0	0
met3	0.00455	0
li1	-	114
met5	0	-
met1	0.0237	101
met2	0.0345	16
cells by family after synthesis:
family	synth area share
buffers and inverters	0.108
AOI/OAI and AO/OA	0.183
and+or+nand+nor	0.710
repair_timing:
item / CTS / global route
setup buffers: 1 / 0
setup endpoints to repair: 3 / 3
pin swaps: 1 / 1
resized: 3 / 5
Power and IR drop assume default switching activity.
